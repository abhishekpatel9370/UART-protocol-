===== ./design.v =====
`timescale 1ns / 1ps
module uart_tx (
    input        clk,
    input        rst,
    input        tx_start,
    input  [7:0] tx_data,
    output reg   tx,
    output reg   tx_busy,
    output reg   tx_done
);
    parameter CLKS_PER_BIT = 5208;
    reg [12:0] clk_cnt = 0;
    reg [3:0]  bit_idx = 0;
    reg [9:0]  tx_shift = 10'b1111111111;
    always @(posedge clk or posedge rst) begin
        if (rst) begin
            tx <= 1;
            tx_busy <= 0;
            tx_done <= 0;
            clk_cnt <= 0;
            bit_idx <= 0;
        end else begin
            tx_done <= 0;   
            if (tx_start && !tx_busy) begin
                tx_busy <= 1;
                tx_shift <= {1'b1, tx_data, 1'b0};   
                clk_cnt <= 0;
                bit_idx <= 0;
                tx <= 0;   
            end else if (tx_busy) begin
                if (clk_cnt < CLKS_PER_BIT - 1) begin
                    clk_cnt <= clk_cnt + 1;
                end else begin
                    clk_cnt <= 0;
                    bit_idx <= bit_idx + 1;
                    if (bit_idx == 9) begin
                        tx_busy <= 0;
                        tx_done <= 1;
                        tx <= 1;   
                    end else begin
                        tx <= tx_shift[bit_idx + 1];   
                    end
                end
            end
        end
    end
endmodule
module uart_rx (
    input        clk,
    input        rst,
    input        rx,
    output reg [7:0] rx_data,
    output reg      rx_done
);
    parameter CLKS_PER_BIT = 5208;
    reg [3:0]  state = 0;
    reg [12:0] clk_cnt = 0;
    reg [3:0]  bit_idx = 0;
    reg [7:0]  rx_shift = 0;
    always @(posedge clk or posedge rst) begin
        if (rst) begin
            state <= 0;
            clk_cnt <= 0;
            bit_idx <= 0;
            rx_done <= 0;
            rx_data <= 0;
        end else begin
            rx_done <= 0;   
            case (state)
                0: begin  
                    if (~rx) begin
                        state <= 1;
                        clk_cnt <= 0;
                    end
                end
                1: begin  
                    if (clk_cnt == (CLKS_PER_BIT/2)) begin
                        if (~rx) begin
                            clk_cnt <= 0;
                            bit_idx <= 0;
                            state <= 2;
                        end else begin
                            state <= 0;   
                        end
                    end else begin
                        clk_cnt <= clk_cnt + 1;
                    end
                end
                2: begin  
                    if (clk_cnt < CLKS_PER_BIT - 1) begin
                        clk_cnt <= clk_cnt + 1;
                    end else begin
                        clk_cnt <= 0;
                        rx_shift[bit_idx] <= rx;
                        if (bit_idx == 7) begin
                            state <= 3;
                        end else begin
                            bit_idx <= bit_idx + 1;
                        end
                    end
                end
                3: begin  
                    if (clk_cnt < CLKS_PER_BIT - 1) begin
                        clk_cnt <= clk_cnt + 1;
                    end else begin
                        state <= 0;
                        rx_data <= rx_shift;
                        rx_done <= 1;
                        clk_cnt <= 0;
                    end
                end
            endcase
        end
    end
endmodule

===== ./run.sh =====
#!/bin/bash
# OpenROAD 26Q1-2900-gdf79404cd8, Yosys 0.63+post, stock flow scripts
make -C /OpenROAD-flow-scripts/flow DESIGN_CONFIG=/design/flow/config.mk WORK_HOME=/design/flow/orfs finish

===== ./config.mk =====
export PLATFORM = sky130hd
export DESIGN_NAME = uart_tx
export DESIGN_NICKNAME = uart_tx
export VERILOG_FILES = /design/flow/design.v
export SDC_FILE = /design/flow/constraint.sdc
export NUM_CORES = 4
export LEC_CHECK = 1
export CORE_AREA = 10 10 110 110
export DIE_AREA = 0 0 120 120

===== ./constraint.sdc =====
current_design uart_tx

set clk_period 3.5
set clk_io_pct 0.2

create_clock -name clk0 -period $clk_period [get_ports {clk}]

set non_clock_inputs [all_inputs -no_clocks]
set_input_delay [expr $clk_period * $clk_io_pct] -clock clk0 $non_clock_inputs
set_output_delay [expr $clk_period * $clk_io_pct] -clock clk0 [all_outputs]

==> reports/notes.md <==
The TritonCTS sink count was 28. Post-CTS timing repair inserted 0 buffers for setup. Yosys mapped a number of flops with a built-in enable equal to 8.

On the worst setup and hold paths after CTS, the clock-pin slew comes to 0.10 ns. The timing report shows that the slowest cell on the worst path is sky130_fd_sc_hd__dfrtp_1. Synthesis produced a netlist whose cell count is 130.

The highest clock rate came out at 0.4824 GHz. The logs give 1 for the total number of H-tree levels and 2025 µm for the detailed placer's ending HPWL. For the share of the yosys chip area belonging to registers, the log shows 50.95%.

The end point of the most critical hold path was clk_cnt[12]$_DFFE_PP0P_. The max-cap check violation count was 0. The run gives 0.1732 mV as the worst IR drop on VDD. TritonCTS built the clock tree. The last weighted congestion value of the routability-driven placer is 0.7596, and the die height is 120 µm. The final clock period utilization by the worst path was 59.22%.

The type of the tightest min-delay check is reg -> reg. Per the layout report, the design carries 1,071 filler cells. For this block, the routed nets add up to 2841 µm of wire.

Average wire length per cell after detail routing: 10.22 µm. The start-to-end type of the worst setup path was reg -> reg. For this run, the chip area from Yosys synthesis comes to 0.001456 mm². For reference, the final report shows the hold violation count at 0. On the final layout, the worst hold slack is 0.5282 ns. The growth of design area from synthesis to finish was 22.42%; the largest fanout of any net on the critical path was 12. The finished layout reports a core utilization of 18.24%. Per the post-synthesis stats, the area per cell is 11.20 µm². The master cell of the clock root buffer is sky130_fd_sc_hd__clkbuf_8. With the initial standard-cell utilization of the core at 14.90%, the fraction of layout cells with a size suffix above 1 is 11.03%.

Yosys attributes the largest share of cell area to sky130_fd_sc_hd__dfrtp_1 33%, sky130_fd_sc_hd__edfxtp_1 16%, sky130_fd_sc_hd__o21ai_0 4.1%. In the Yosys report the total cell count is 130. The detailed router placed 1,011 vias in this run.

Power spread over the standard cell area amounts to 438.0 mW/mm². The warning total across the stage logs is 27. The width of the die is 120 µm, and the arrival time at the worst endpoint is 2.27 ns. Number of I/O port buffers: 13. The number of gates given a new drive strength after cts was 0.

Setup repair after global routing left no endpoint under its margin. Looking at hold timing, the worst path starts from clk_cnt[12]$_DFFE_PP0P_. Top cell type's share of synthesized area: 32.65%. The run gives 0 for the number of antenna violations at the first check in global routing.

The number of antenna diodes in the final layout is 0. The critical path data required time was 3.70 ns; the number of vias per cell was 3.637. With the async set-or-reset flop fraction in the synthesized netlist at 71.43%, the number of pins exceeding their max-slew limit in the final report is 0. The first global-routing pass estimated 5133 µm of wire. The logs give 3 for the clock buffer count from CTS and 0.008879 ns for the clock skew.

The tools report the chip footprint as 0.01440 mm². The smallest clock period supported by the final layout is computed as 2.073 ns. The number of stages on the worst hold path works out to 1. Power comes to 0.7810 mW.

The mapped netlist covers 0.001456 mm². The number of hold buffers added after CTS was 0. For the number of DRC markers after the initial detailed-route iteration, the log shows 83. The run finished with clean final reports.

In this run the tightest slew margin relative to its limit is 64.41%. The run gives 5 for the depth of the most critical reg-to-reg path. STA classifies the critical path startpoint as a flop.

The number of synthesized register bits was 28. The run gives 0.009774 mm² as the core area. The run gives 36 for the standard-cell row count. For the count of nets left with antenna violations after detail routing, the log shows 0. The all-layer global routing usage is 4.202%. For the worst reg-to-reg path, the startpoint reported by OpenROAD is clk_cnt[6]$_DFFE_PP0P_. Entering global routing, the biggest net connects 22 pins. The tools report the number of global-route vias before repair as 1,026.

The final layout reports a setup TNS of 0 ns. Looking at the clock tree report, the maximum root-to-sink buffer count equals 2. The run gives 0.48 ns for the largest incremental delay on the critical path. The worst setup path is captured at a flop. Library cell occupying the most area in the post-synthesis netlist: sky130_fd_sc_hd__dfrtp_1. The finished cells cover 0.001783 mm². For this run the aggregate overflow at the end of global routing stands at 0. The run gives 0.001738 mm² for the area after detailed placement. After synthesis, the netlist uses 41 different library cells.

The tools report the remaining routing DRC violations as 0. Source-to-sink clock delay at the later pin of the worst-skew pair: 0.27 ns. The commonest register cell is sky130_fd_sc_hd__dfrtp_1.

The endpoint identified for the worst register-to-register timing path is clk_cnt[5]$_DFFE_PP0P_. In this run the critical path is formed by a211oi_1 -> a2bb2oi_2 -> nand3_1 -> or3_1 -> o21ai_0. Looking at the max-slew report, the worst-margin pin has a slew of 0.5319 ns. The boundary pin count is 14. Final setup violation count: 0. Across all register-to-register paths, the minimum setup slack is 1.43 ns.

The run gives 1 for the yosys synthesis warning count. The reported leakage power is 0.6568 nW. The tools report the total iterations of the first detailed-routing run as 4.
-- cell usage in the layout, fill, tap and decap left out, drive strengths merged, types with 2 or more instances in the layout --
cell	count
ha	4
mux4	2
nor2	4
o22ai	2
clkdlybuf4s50	13
xor2	2
edfxtp	8
inv	7
clkbuf	4
a21o	2
a211oi	2
o311ai	2
buf	2
o21ai	12
xnor2	3
a21oi	7
or3	3
and3	5
nand4	2
a22o	2
dfrtp	19
nand3	7
nand2	14
nor3	2
-- per-layer routing --
metal  GRT usage, %  part of all wire [%]
met5              0                     0
met4         0.1508                     0
met2          5.640                    38
met1          6.569                    55
met3          1.571                   6.6
-- power breakdown --
| part | internal (mW) | total [mW] | switching [mW] | leakage (nW) |
|---|---|---|---|---|
| clock network | 0.0815 | 0.177 | 0.0957 | 0.0228 |
| registers | 0.385 | 0.469 | 0.0836 | 0.314 |
| logic | 0.0773 | 0.135 | 0.0578 | 0.320 |
-- cells by family after synthesis --
kind of cell | share of synthesized area, %
multiplexers | 3.780
adder cells (fa/ha/maj) | 3.437
AND/OR/NAND/NOR | 17.96
buffers and inverters | 3.866
flip-flops | 50.95
XOR/XNOR | 3.007
AND-OR/OR-AND | 17.01
-- how the worst max path moves through the flow --
| stage | start | end | slack (ns) | cells past startpoint |
|---|---|---|---|---|
| after CTS | clk_cnt[6]$_DFFE_PP0P_ | clk_cnt[5]$_DFFE_PP0P_ | 1.45 | 5 |
| after global routing | clk_cnt[6]$_DFFE_PP0P_ | clk_cnt[4]$_DFFE_PP0P_ | 1.14 | 5 |
| final | clk_cnt[6]$_DFFE_PP0P_ | clk_cnt[5]$_DFFE_PP0P_ | 1.43 | 5 |
-- layout make-up --
type | count | area [µm²] | share of cell area [%]
Multi-Input combinational cell | 91 | 658.1 | 36.91
Sequential cell | 28 | 742.0 | 41.61
Timing Repair Buffer | 15 | 145.1 | 8.140
Clock buffer | 4 | 45.04 | 2.526
Inverter | 7 | 26.28 | 1.474
Tap cell | 133 | 166.4 | 9.333
-- registers in the layout, indices dropped and copies added, names as in the netlist --
| signal | flops |
|---|---|
| tx_done | 1 |
| tx | 1 |
| bit_idx | 4 |
| clk_cnt | 13 |
| tx_busy | 1 |
| tx_shift | 8 |
-- critical path: cells and delay by family, from the launching register on --
kind               cells  cell delay (ns)
and+or+nand+nor        2             0.87
AOI/OAI and AO/OA      3             0.64
DFF                    1             0.48
-- through the flow --
step	instances	worst slack, ns
after floorplan	130	1.629
after global placement	274	1.293
after detailed placement	274	1.269
after CTS	278	1.452
after global routing	278	1.137
final	278	1.427
-- cells in the mapped netlist (all sizes together), types with 4 or more instances --
cell     n
nand2   14
nor2     4
inv      7
and3     5
dfrtp   19
o21ai   12
edfxtp   8
nand3    7
ha       4
a21oi    7
Power is estimated from default activity; no workload was simulated.
